**./run.sh**
```bash
#!/bin/bash
# OpenROAD 26Q1-2900-gdf79404cd8, Yosys 0.63+post, stock flow scripts
make -C /OpenROAD-flow-scripts/flow DESIGN_CONFIG=/design/flow/config.mk WORK_HOME=/design/flow/orfs finish
```
**./config.mk**
```make
export PLATFORM = sky130hd
export DESIGN_NAME = decode
export DESIGN_NICKNAME = decode
export VERILOG_FILES = /design/flow/design.v
export SDC_FILE = /design/flow/constraint.sdc
export NUM_CORES = 4
export LEC_CHECK = 1
export CORE_UTILIZATION = 30
```
**./constraint.sdc**
```tcl
current_design decode

set clk_period 8.2
set clk_io_pct 0.2

create_clock -name clk0 -period $clk_period [get_ports {clk}]

set non_clock_inputs [all_inputs -no_clocks]
set_input_delay [expr $clk_period * $clk_io_pct] -clock clk0 $non_clock_inputs
set_output_delay [expr $clk_period * $clk_io_pct] -clock clk0 [all_outputs]
```
**./design.v**
```verilog
module decode(clk,iCode,rA,rB,reg_stackA,reg_stackB,reg_stack4,valA,valB);
input clk;
input[3:0] iCode , rA , rB;
input[63:0]reg_stackA , reg_stackB , reg_stack4 ;  
output reg[63:0] valA , valB;
always@(posedge clk)
begin
if(iCode==4'b0010)
begin
valA <= reg_stackA;
end
if(iCode==4'b0100)  
    begin
      valA<=reg_stackA;
      valB<=reg_stackB;
    end
    if(iCode==4'b0101)  
    begin
      valB=reg_stackB;
    end
    if(iCode==4'b0110)  
    begin
      valA<=reg_stackA;
      valB<=reg_stackB;
    end
    if(iCode==4'b1000)  
    begin
      valB<=reg_stack4;  
    end
    if(iCode==4'b1001)  
    begin
      valA<=reg_stack4;  
      valB<=reg_stack4;  
    end
    if(iCode==4'b1010)  
    begin
      valA<=reg_stackA;
      valB<=reg_stack4;  
    end
    if(iCode==4'b1011)  
    begin
      valA<=reg_stack4;  
      valB<=reg_stack4;  
    end
  end
endmodule
```
==> qor.txt <==
Run status - completed
Post-synthesis cell count - 277
Setup WS pre-CTS - 3.90 ns
IO buf count - 324
Vias per inst - 4.46
Met2 WL post-DR - 7850 µm
Critical Path AT - 4.00 ns
Cell type with the largest total area - edfxtp_1
Final Hold Viols - 0
Crit path cell chain - clkdlybuf4s50_1 -> nand3b_1 -> buf_4 -> buf_4 -> mux2_2
Gpl congestion - 0.790
DR WL/cell - 18.5 µm
Tightest Pin Transition - 0.810 ns
Critical path capture point type - flop
Met3 wire length - 1540 µm
First-pass GRT wire length - 23400 µm
M1 WL - 6240 µm
1st-iter DRT viols - 150
Largest net degree at the start of global routing - 37
Post-Syn Area - 5770 µm²
PostCTS Resize Cnt - 0
Top-area cell share - 66.6%
RSZ-0062 raised after global routing - false
CP max-delay cell - buf_4
Max incr delay on CP - 0.67 ns
Synth Warn # - 1
OpenROAD warning count - 33
Setup Fix Bufs, Post-CTS - 0
TritonCTS clock tree - yes
Fmax achieved - 260 MHz
Pre-antenna DRT Iters - 4
Synth Seq Share - 66.6%
Clock Pin Slew Worst Setup and Hold Paths - 0.06 ns
Startpoint types - primary input
Antenna violations before repair - 0
Max clock buf depth - 2
Final setup viols - 0
Core Footprint - 18800 µm²
Root Driver - clkbuf_16
Yosys stat area - 5770 µm²
TNS Setup - 0 ns
Layout area overhead - 69.1%
Worst Setup Slack, final - 4.36 ns
GRT Total Usage - 16.6%
CP max FO - 35
Vias - 3837
Die area - 19800 µm²
Crit path buf inv count - 3
Pwr dens - 198 nW/µm²
Die width - 141 µm
Cell family with most CP delay - buffers and inverters
Unique masters post-synth - 13
Critical Path RT - 8.36 ns
Post-Syn Area per Cell - 20.8 µm²
Min Tclk post-route - 3.84 ns
CTS Hold Bufs - 0
Worst hold path class - primary input to flop
Synthesized flop and latch total - 128
Std cell rows - 50
Die Y - 141 µm
DRT Wirelength - 15900 µm
Top cells by area - edfxtp_1 (67%), mux2_4 (16%), mux2_2 (13%)
ANT nets after route - 0
CTS buffer count - 17
# clock sinks - 128
Post-route clock period utilization - 46.9%
Slew margin rel. - 46.0%
H-tree depth - 4
Max IR drop VDD - 0.132 mV
Static Leak - 0.00366 µW
Number of global-route vias before repair - 4073
Max_cap viols - 0
Overflow after GRT - 0
Comb gate area - 1730 µm²
Yosys Instances - 277
ANT cells - 0
Fin. max-slew vios - 0
DR DRC count - 0
Most frequent CP cell - buf_4
Io pins - 333
Core Util at FP - 30.8%
Detailed Place HPWL - 11400 µm
Share of layout cells above drive strength 1 - 26.8%
Top Metal Used - met4
Crit path kind - primary input to flop
Register area - 3840 µm²
Fill cell count - 1530
## state kept, by name, indices dropped and copies added (netlist names)
name and count:
valB 64, valA 64
## power by group
part | internal (µW) | switching, µW
clock network | 477 | 286
registers | 812 | 18.7
logic | 253 | 85.3
## placed cells by master (no fill, tap or decap), types with 2 or more instances in the layout
| cell | count |
|---|---|
| buf_4 | 7 |
| clkinv_2 | 3 |
| clkinvlp_4 | 4 |
| mux2_4 | 60 |
| clkbuf_16 | 17 |
| mux2_2 | 68 |
| edfxtp_1 | 128 |
| inv_6 | 2 |
| clkdlybuf4s50_1 | 324 |
| bufinv_16 | 3 |
## metal layers
layer | up-vias | track usage [%]
met1 | 1838 | 21.7
met2 | 203 | 27.8
met4 | 0 | 2.57
met3 | 16 | 6.30
li1 | 1780 | -
met5 | - | 0
## through the flow
stage	std cells	hold slack, ns	power (µW)	instance area, µm²	util (%)
CTS	860	1.89	1960	9760	52.0
floorplan	277	1.86	922	5770	-
finish	860	1.91	1930	9760	52.0
global route	860	1.90	2010	9760	52.0
detailed placement	828	2.33	1190	9160	48.8
global placement	828	2.32	1180	9160	48.8
## worst paths after layout
path,slack [ns],start,cells past startpoint,to
hold / removal,1.91,reg_stackA[61],2,valA[61]
setup / recovery,4.36,iCode[2],5,valA[47]
## cells in the mapped netlist, drive strengths merged
master / number
nor2b: 2
buf: 14
mux2i: 1
nand3b: 1
xor2: 1
mux2: 128
o31a: 1
a21o: 1
edfxtp: 128
## cells by family after synthesis
family	after synthesis	synth area share, %
muxes	129	29.0
DFF	128	66.6
AOI/OAI and AO/OA	2	0.282
and+or+nand+nor	3	0.390
xor gates and xnor gates	1	0.152
buffers and inverters	14	3.53
## cell type report
type / instances / share of cell area, %
clock buffers: 18 / 4.40
clock inverters: 14 / 1.69
repair buffers: 331 / 33.8
multi-input cells: 135 / 17.7
flip-flops and latches: 128 / 39.4
well taps: 234 / 3.00
No activity file was given, so power comes from the tool's default toggle rates.
